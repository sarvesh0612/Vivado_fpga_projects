==> flow/design.v <==
`timescale 1ns / 1ps
module decoder_4x16 (
    input  [3:0] a,
    output reg [15:0] y
);
    always @(*) begin
        case (a)
            4'd0:  y = 16'b0000_0000_0000_0001;
            4'd1:  y = 16'b0000_0000_0000_0010;
            4'd2:  y = 16'b0000_0000_0000_0100;
            4'd3:  y = 16'b0000_0000_0000_1000;
            4'd4:  y = 16'b0000_0000_0001_0000;
            4'd5:  y = 16'b0000_0000_0010_0000;
            4'd6:  y = 16'b0000_0000_0100_0000;
            4'd7:  y = 16'b0000_0000_1000_0000;
            4'd8:  y = 16'b0000_0001_0000_0000;
            4'd9:  y = 16'b0000_0010_0000_0000;
            4'd10: y = 16'b0000_0100_0000_0000;
            4'd11: y = 16'b0000_1000_0000_0000;
            4'd12: y = 16'b0001_0000_0000_0000;
            4'd13: y = 16'b0010_0000_0000_0000;
            4'd14: y = 16'b0100_0000_0000_0000;
            4'd15: y = 16'b1000_0000_0000_0000;
            default: y = 16'b0;
        endcase
    end
endmodule
==> flow/run.sh <==
#!/bin/bash
# OpenROAD 26Q1-2900-gdf79404cd8, Yosys 0.63+post, stock flow scripts
make -C /OpenROAD-flow-scripts/flow DESIGN_CONFIG=/design/flow/config.mk WORK_HOME=/design/flow/orfs finish
==> flow/config.mk <==
export PLATFORM = sky130hd
export DESIGN_NAME = decoder_4x16
export DESIGN_NICKNAME = decoder_4x16
export VERILOG_FILES = /design/flow/design.v
export SDC_FILE = /design/flow/constraint.sdc
export NUM_CORES = 4
export LEC_CHECK = 1
export CORE_AREA = 10 10 70 70
export DIE_AREA = 0 0 80 80
export SYNTH_HDL_FRONTEND = slang
==> flow/constraint.sdc <==
current_design decoder_4x16

set clk_period 1.0
set clk_io_pct 0.2

create_clock -name clk0 -period $clk_period

set non_clock_inputs [all_inputs -no_clocks]
set_input_delay [expr $clk_period * $clk_io_pct] -clock clk0 $non_clock_inputs
set_output_delay [expr $clk_period * $clk_io_pct] -clock clk0 [all_outputs]
==> out/qor_table.md <==
| Step | Metric | Reported |
| --- | --- | --- |
| logic synthesis | Mean Syn Cell Area | 11.3 sq um |
| global routing | Final global-route overflow total | 0 |
| critical path | Type of element capturing the critical path | output pin |
| global routing | Initial antenna violation count | 0 |
| floorplan | Die Height | 80 um |
| logic synthesis | Top cell type by total area after synthesis | sky130_fd_sc_hd__and4bb_2 |
| critical path | Worst path required time | 0.80 ns |
| floorplan | Core ar. | 3420 sq um |
| final timing | Final period demand of the worst path | 1.15 ns |
| final timing | Maximum achievable frequency | 867 MHz |
| final layout | Proportion of layout cells with a drive suffix above 1 | 0.911 |
| logic synthesis | Most popular library cell in the synthesized design by count | sky130_fd_sc_hd__and4bb_2 |
| detailed routing | Vias | 355 |
| floorplan | Number of top-level pins | 20 |
| placement | Post-detail-place hpwl | 659 um |
| final timing | Transition time of the tightest slew-check pin | 0.199 ns |
| floorplan | Core utilization before placement | 0.0663 |
| global routing | Maximum number of pins on one net before global-route repair | 8 |
| critical path | Kind of critical path | input port to output pin |
| detailed routing | Initial drt markers | 2 |
| run | Total of max-cap violations | 0 |
| detailed routing | Wire per inst | 14.0 um |
| run | Number of warnings in the stage logs | 34 |
| final timing | Relative slew margins | 0.867 |
| final timing | Final Hold Violating Endpoints | 0 |
| pwr | Leakage power summed over all cells | 0.000339 uW |
| final layout | Number of clock buffers in the layout | 0 |
| detailed routing | Number of design rule violations left after detail routing | 0 |
| pwr | Total power density per cell area | 346 nW/um^2 |
| final layout | Sequential cell area | 0 sq um |
| placement | Placed Cells incl. Taps | 86 |
| floorplan | Die width | 80 um |
| floorplan | Cell row count | 21 |
| floorplan | Die footprint | 6400 sq um |
| final timing | Hold Slack | 0.754 ns |
| critical path | Launching element type of the critical path | input port |
| logic synthesis | Synth Instances | 20 |
| detailed routing | Average via count per standard cell | 3.48 |
| final layout | Final Instance Count excl. Fillers | 102 |
| detailed routing | ANT nets after route | 0 |
| logic synthesis | Area fraction of the dominant cell type after synthesis | 0.331 |
| pwr | Total power | 244 uW |
| logic synthesis | Leading post-synthesis cells by instance count | sky130_fd_sc_hd__and4bb_2, sky130_fd_sc_hd__and4b_1, sky130_fd_sc_hd__buf_4, sky130_fd_sc_hd__nor4b_2 |
| final layout | FFs & Latches | 0 |
| run status | Violations in the final reports | negative setup slack |
| placement | Cell area after placement | 509 sq um |
| logic synthesis | Distinct cell type count of the synthesized netlist | 6 |
| critical path | Largest fanout of any net on the critical path | 7 |
| global routing | All-layer global routing usage | 0.0399 |
| critical path | Data arrival time of the worst path | 0.95 ns |
| detailed routing | Wire length reported by the detailed router | 1420 um |
| final timing | PnR worst setup slack | -0.153 ns |
| detailed routing | ANT cells | 0 |
| global routing | Wire length of the first global-routing pass | 2050 um |
| detailed routing | DRT Pass-1 Iters | 3 |
| min path | Hold/Removal Path Class | input port to output pin |
| logic synthesis | Post-synthesis instance area | 226 sq um |
| final timing | Tcrit/Tclk final | 1.15 |
| placement | IO buf count | 20 |
| final timing | Setup repair after global routing missed its margin | yes |
| logic synthesis | Tally of yosys warning messages | 0 |
| final layout | Cell area after layout | 707 sq um |
| logic synthesis | Leading cell types by total area after synthesis | sky130_fd_sc_hd__and4bb_2, sky130_fd_sc_hd__nor4b_2, sky130_fd_sc_hd__and4b_1 |
| run status | Status | complete, but fails checks |
| pwr | Maximum vdd ir drop | 0.130 mV |
| clock network | Quantity of hold-fixing buffers added after cts | 0 |
| logic synthesis | Number of cell instances after yosys synthesis | 20 |
| logic synthesis | Post-synth seq share | 0 |
| final layout | Area grow syn2layout | 212% |
| placement | Routability-driven placement congestion ratio | 0.692 |
| final timing | Count of final max-slew check failures | 0 |
| global routing | Vias in the first global route | 359 |
| final timing | Final TNS setup | -1.06 ns |
| final timing | Setup violation total in the final timing report | 13 |
| logic synthesis | Yosys Chip Area | 226 sq um |
==> critical path: stages <==
cell                      delay, ns
sky130_fd_sc_hd__buf_12        0.11
sky130_fd_sc_hd__buf_16        0.13
sky130_fd_sc_hd__buf_6         0.11
sky130_fd_sc_hd__nor4b_4       0.26
sky130_fd_sc_hd__buf_2         0.14
==> cells by family after synthesis <==
family,synth area share
and+or+nand+nor,0.867
buffers and inverters,0.133
==> stage by stage <==
| stage | util | setup slack, ns |
|---|---|---|
| 6_report | 0.207 | -0.153 |
| 5_1_grt | 0.207 | -0.180 |
| 4_1_cts | 0.190 | -0.135 |
| 3_5_place_dp | 0.149 | -0.814 |
| 3_3_place_gp | 0.149 | -0.789 |
| 2_1_floorplan | - | 0.250 |
==> worst paths after layout <==
| check | startpoint | end | slack, ns | cells after the start |
|---|---|---|---|---|
| setup / recovery | a[3] | y[2] | -0.15 | 5 |
| hold / removal | a[3] | y[1] | 0.75 | 4 |
==> repair_timing <==
| item | CTS | global route |
|---|---|---|
| hold endpoints to repair | 0 | 0 |
| setup buffers | 11 | 1 |
| cloned | 4 | 0 |
| endpoints found under the setup margin | 16 | 13 |
| gates resized | 88 | 9 |
| pin swaps | 13 | 8 |
==> metal layers <==
| metal | GRT usage | vias up | share of wire |
|---|---|---|---|
| met5 | 0 | - | 0 |
| met4 | 0 | 0 | 0 |
| met3 | 0.0114 | 0 | 0.088 |
| met2 | 0.0465 | 20 | 0.34 |
| met1 | 0.0692 | 172 | 0.57 |
| li1 | - | 163 | - |
==> area by class of cell <==
cell class	instances	area [sq um]
fill	365	2710
timing repair buffer	40	409
multi-input combinational	16	240
tap	46	57.6
==> report_power, final <==
group          switching [uW]  internal [uW]
clock                       0              0
sequential                  0              0
combinational            86.4            158
==> cells in the final DEF, fill, tap and decap left out <==
cell type / synthesis / final
sky130_fd_sc_hd__buf_2: 0 / 16
sky130_fd_sc_hd__nor4b_4: 0 / 4
sky130_fd_sc_hd__and4b_1: 4 / 4
sky130_fd_sc_hd__buf_8: 0 / 3
sky130_fd_sc_hd__buf_12: 0 / 3
sky130_fd_sc_hd__buf_6: 0 / 13
sky130_fd_sc_hd__and4bb_2: 6 / 6
sky130_fd_sc_hd__nor4_4: 0 / 1
sky130_fd_sc_hd__buf_4: 4 / 3
sky130_fd_sc_hd__buf_16: 0 / 2
sky130_fd_sc_hd__and4_1: 1 / 1
Power and IR drop assume default switching activity.
