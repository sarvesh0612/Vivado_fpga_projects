File: design/flow/config.mk
export PLATFORM = sky130hd
export DESIGN_NAME = dvfs_top
export DESIGN_NICKNAME = dvfs_top
export VERILOG_FILES = /design/flow/design.v
export SDC_FILE = /design/flow/constraint.sdc
export NUM_CORES = 4
export LEC_CHECK = 1
export CORE_UTILIZATION = 30
export SYNTH_HDL_FRONTEND = slang
File: design/flow/constraint.sdc
current_design dvfs_top

set clk_period 3.7
set clk_io_pct 0.2

create_clock -name clk0 -period $clk_period [get_ports {clk}]

set non_clock_inputs [all_inputs -no_clocks]
set_input_delay [expr $clk_period * $clk_io_pct] -clock clk0 $non_clock_inputs
set_output_delay [expr $clk_period * $clk_io_pct] -clock clk0 [all_outputs]
File: design/flow/design.v
`timescale 1ns / 1ps
module dvfs_display(
    input  wire [1:0] value,
    output reg  [6:0] seg,
    output reg  [3:0] an
    );
    always @(*) begin
        an = 4'b1110;   
        case (value)
            2'd0: seg = 7'b1000000;  
            2'd1: seg = 7'b1111001;  
            2'd2: seg = 7'b0100100;  
            2'd3: seg = 7'b0110000;  
            default: seg = 7'b1111111;  
        endcase
    end
endmodule
`timescale 1ns / 1ps
module dvfs_top(
    input  wire clk,             
    input  wire [1:0] sw,        
    input  wire btnC,            
    output wire [3:0] led,       
    output wire [6:0] seg,       
    output wire [3:0] an,        
    output wire [2:0] voltage,   
    output wire [1:0] performance_state   
    );
    wire rst_n = btnC;    
    reg [7:0] util;
    always @(*) begin
        case (sw)
            2'b00: util = 8'd20;     
            2'b01: util = 8'd80;     
            2'b10: util = 8'd160;    
            2'b11: util = 8'd240;    
            default: util = 8'd0;
        endcase
    end
    wire [1:0] pstate;
    wire [2:0] voltage_code;
    dvfs_utility util_inst (
        .clk(clk),
        .rst_n(rst_n),
        .util(util),
        .pstate(pstate),
        .voltage_code(voltage_code)
    );
    reg [31:0] div_value;
    always @(*) begin
        case (pstate)
            2'd0: div_value = 32'd25_000_000;    
            2'd1: div_value = 32'd50_000_000;    
            2'd2: div_value = 32'd100_000_000;   
            2'd3: div_value = 32'd200_000_000;   
            default: div_value = 32'd50_000_000;
        endcase
    end
    reg [31:0] counter = 0;
    reg led_out = 0;
    always @(posedge clk or negedge rst_n) begin
        if (!rst_n) begin
            counter <= 0;
            led_out <= 0;
        end else if (counter >= div_value) begin
            counter <= 0;
            led_out <= ~led_out;
        end else begin
            counter <= counter + 1;
        end
    end
    assign led[0]   = led_out;
    assign led[3:1] = voltage_code;
    assign voltage  = voltage_code;
    assign performance_state = pstate;
    dvfs_display disp_inst (
        .value(pstate),
        .seg(seg),
        .an(an)
    );
endmodule
`timescale 1ns / 1ps
module dvfs_utility(
    input  wire clk,
    input  wire rst_n,
    input  wire [7:0] util,         
    output reg  [1:0] pstate,       
    output reg  [2:0] voltage_code  
    );
    always @(posedge clk or negedge rst_n) begin
        if (!rst_n) begin
            pstate <= 2'd0;
            voltage_code <= 3'd0;
        end else begin
            if (util > 8'd200) begin
                pstate <= 2'd0; voltage_code <= 3'd7;  
            end else if (util > 8'd120) begin
                pstate <= 2'd1; voltage_code <= 3'd5;  
            end else if (util > 8'd40) begin
                pstate <= 2'd2; voltage_code <= 3'd3;  
            end else begin
                pstate <= 2'd3; voltage_code <= 3'd1;  
            end
        end
    end
endmodule
File: design/flow/run.sh
#!/bin/bash
# OpenROAD 26Q1-2900-gdf79404cd8, Yosys 0.63+post, stock flow scripts
make -C /OpenROAD-flow-scripts/flow DESIGN_CONFIG=/design/flow/config.mk WORK_HOME=/design/flow/orfs finish
==> impl_results.html <==
<p>Metrics extracted from the flow reports.</p>
<table>
<tr><th>Metric</th><th>Value</th></tr>
<tr><th colspan="2">Run status</th></tr>
<tr><td>Result of the run</td><td>complete, no violations</td></tr>
<tr><th colspan="2">STA</th></tr>
<tr><td>Maximum frequency from static timing analysis</td><td>around 0.34 GHz</td></tr>
<tr><td>Sum Neg Setup Slack</td><td>0 ps</td></tr>
<tr><td>Final cycle utilization of the critical path</td><td>about four fifths</td></tr>
<tr><td>Final hold vios</td><td>0</td></tr>
<tr><td>Worst path setup slack after routing</td><td>about 760 ps</td></tr>
<tr><td>Min Hold Slack</td><td>494 ps</td></tr>
<tr><td>Slew headroom</td><td>approximately 45%</td></tr>
<tr><td>Final tally of max-slew violations</td><td>0</td></tr>
<tr><td>Min cycle time layout</td><td>~2900 ps</td></tr>
<tr><td>RSZ-0062 raised after global routing</td><td>false</td></tr>
<tr><td>Final setup violation count</td><td>0</td></tr>
<tr><td>Worst Max-Slew Pin Slew</td><td>818 ps</td></tr>
<tr><td>Worst clock skew on the final layout</td><td>between 4 and 5 ps</td></tr>
<tr><th colspan="2">Clock network</th></tr>
<tr><td>CTS Root Buffer Type</td><td>sky130_fd_sc_hd__clkbuf_8</td></tr>
<tr><td>Clock Pin Slew Worst Setup and Hold Paths</td><td>70 ps</td></tr>
<tr><td>CTS Buf Count</td><td>5</td></tr>
<tr><td>Number of resized instances in the post-cts repair step</td><td>0</td></tr>
<tr><td>Clock H-tree levels</td><td>2</td></tr>
<tr><td>Post-CTS setup buffers</td><td>0</td></tr>
<tr><td>Clock sink count</td><td>38</td></tr>
<tr><td>Clock latency at the later pin of the worst-skew pair</td><td>~290 ps</td></tr>
<tr><td>Number of buffers inserted by hold repair at cts</td><td>0</td></tr>
<tr><td>Buffers from clock root to sink, at most</td><td>2</td></tr>
<tr><td>Clock tree from TritonCTS</td><td>done</td></tr>
<tr><th colspan="2">Global routing</th></tr>
<tr><td>Vias in the first global route</td><td>1480</td></tr>
<tr><td>Total global-route track usage</td><td>11.6%</td></tr>
<tr><td>Global Route met3 Usage</td><td>2.39%</td></tr>
<tr><td>Met2 Use GR</td><td>between 10% and 20%</td></tr>
<tr><td>Met1 usage in global routing</td><td>17.8%</td></tr>
<tr><td>GR Overflow Total</td><td>0</td></tr>
<tr><td>Global-route wire length before repair</td><td>slightly below 7000 microns</td></tr>
<tr><td>GRT busiest layer</td><td>met1</td></tr>
<tr><td>Pin count of the biggest net entering global routing</td><td>39</td></tr>
<tr><td>Antenna violations before repair</td><td>0</td></tr>
<tr><th colspan="2">Pwr</th></tr>
<tr><td>Gate power share</td><td>under 10%</td></tr>
<tr><td>Internal power contribution</td><td>roughly 0.6 mW</td></tr>
<tr><td>Leak Pwr</td><td>about 1.1 nW</td></tr>
<tr><td>PD cells</td><td>311 nW/um^2</td></tr>
<tr><td>Power Total</td><td>approximately 0.79 mW</td></tr>
<tr><td>Clock share of power</td><td>approximately 37%</td></tr>
<tr><td>Fraction of power spent switching nets</td><td>22.9%</td></tr>
<tr><td>P_sw</td><td>around 0.18 mW</td></tr>
<tr><td>Maximum VDD drop</td><td>109 uV</td></tr>
<tr><td>Portion of total power attributed to sequential cells</td><td>around 55%</td></tr>
<tr><th colspan="2">Min path</th></tr>
<tr><td>Class of the tightest hold or removal check</td><td>input port to asynchronous set/reset pin</td></tr>
<tr><th colspan="2">Route</th></tr>
<tr><td>Antenna-violating nets left</td><td>0</td></tr>
<tr><td>Antenna cell count</td><td>0</td></tr>
<tr><td>1st-iter DRT viols</td><td>roughly 73</td></tr>
<tr><td>Drt via density</td><td>between 4 and 5</td></tr>
<tr><td>Routed vias</td><td>between 1500 and 2000</td></tr>
<tr><td>Average wire per cell in the routed design</td><td>about 12 microns</td></tr>
<tr><td>Total Wirelength</td><td>~4100 microns</td></tr>
<tr><td>Number of DRC violations after detailed routing</td><td>0</td></tr>
<tr><td>Number of detailed-routing iterations run before antenna repair</td><td>4</td></tr>
<tr><th colspan="2">Synth</th></tr>
<tr><td>Distinct cell type count after synthesis</td><td>39</td></tr>
<tr><td>Combined area of all synthesized cells</td><td>2230 sq um</td></tr>
<tr><td>Register share after synthesis</td><td>42.7%</td></tr>
<tr><td>Yosys Chip Area</td><td>2230 sq um</td></tr>
<tr><td>Synthesized netlist cell count</td><td>234</td></tr>
<tr><td>Number of cells in Yosys stat</td><td>234</td></tr>
<tr><td>Post-Syn Area per Cell</td><td>9.51 sq um</td></tr>
<tr><td>Register bit total from synthesis</td><td>38</td></tr>
<tr><td>Number of synthesis warnings</td><td>0</td></tr>
<tr><th colspan="2">Floorplanning</th></tr>
<tr><td>Die H</td><td>around 88 microns</td></tr>
<tr><td>Die area</td><td>7770 sq um</td></tr>
<tr><td>Share of the core filled by cells before placement</td><td>between 30% and 40%</td></tr>
<tr><td>Number of standard-cell rows in the floorplan</td><td>31</td></tr>
<tr><td>Width of the die</td><td>88.1 microns</td></tr>
<tr><td>Boundary Pins</td><td>24</td></tr>
<tr><td>Total core area</td><td>roughly 7000 sq um</td></tr>
<tr><th colspan="2">Place</th></tr>
<tr><td>Final estimated routing congestion in global placement</td><td>0.860</td></tr>
<tr><td>Cell count after placement</td><td>342</td></tr>
<tr><td>I/O Buffers</td><td>18</td></tr>
<tr><td>DP Wirelength</td><td>a little under 3000 microns</td></tr>
<tr><td>Post-place setup slack</td><td>roughly 750 ps</td></tr>
<tr><th colspan="2">Flow run</th></tr>
<tr><td>Max-capacitance violation count</td><td>0</td></tr>
<tr><td>OpenROAD warning count</td><td>26</td></tr>
<tr><th colspan="2">Setup path</th></tr>
<tr><td>Critical path launch point type</td><td>flip-flop</td></tr>
<tr><td>Required time at the endpoint of the critical path</td><td>roughly 3900 ps</td></tr>
<tr><td>CP Max Fanout</td><td>19</td></tr>
<tr><td>CP arrival</td><td>3110 ps</td></tr>
<tr><td>Type of element capturing the critical path</td><td>flip-flop</td></tr>
<tr><td>Type of the worst setup path</td><td>flip-flop to flip-flop</td></tr>
<tr><th colspan="2">Layout</th></tr>
<tr><td>Fraction of layout cells with a size suffix above 1</td><td>under 10%</td></tr>
<tr><td>Fin cells</td><td>350</td></tr>
<tr><td>Area added between synthesis and finish</td><td>14.7%</td></tr>
</table>
final timing paths:
check	start	to	slack, ps	cells after the start
setup / recovery	util_inst.pstate[1]	counter[28]	760	8
hold reg to reg	led_out	led_out	510	1
max in group asynchronous	btnC	counter[27]	2870	2
min in group clk0	led_out	led_out	510	1
setup reg to reg	util_inst.pstate[1]	counter[28]	760	8
hold / removal	btnC	counter[26]	490	2
cell usage in the layout, fill, tap and decap left out, types with 3 or more instances in the layout:
| master | instances |
|---|---|
| sky130_fd_sc_hd__a21oi_1 | 3 |
| sky130_fd_sc_hd__and3_1 | 4 |
| sky130_fd_sc_hd__buf_4 | 3 |
| sky130_fd_sc_hd__clkbuf_8 | 6 |
| sky130_fd_sc_hd__clkdlybuf4s50_1 | 17 |
| sky130_fd_sc_hd__conb_1 | 9 |
| sky130_fd_sc_hd__dfrtp_1 | 38 |
| sky130_fd_sc_hd__ha_1 | 20 |
| sky130_fd_sc_hd__inv_1 | 17 |
| sky130_fd_sc_hd__nand2_1 | 13 |
| sky130_fd_sc_hd__nand3_1 | 14 |
| sky130_fd_sc_hd__nand4_1 | 13 |
| sky130_fd_sc_hd__nor2_1 | 37 |
| sky130_fd_sc_hd__xnor2_1 | 9 |
| sky130_fd_sc_hd__xor2_1 | 17 |
worst max-delay path, stage by stage, from the launching register on:
cell and delay, ps:
sky130_fd_sc_hd__dfrtp_1 450, sky130_fd_sc_hd__nor2_1 400, sky130_fd_sc_hd__ha_1 210, sky130_fd_sc_hd__and3_1 180, sky130_fd_sc_hd__nand3_1 90, sky130_fd_sc_hd__or4_1 550, sky130_fd_sc_hd__o211ai_2 510, sky130_fd_sc_hd__buf_4 350
sky130_fd_sc_hd__nor2_1 80
flip-flops by register name, summed over array words and instances (netlist names):
signal                  flops
util_inst.pstate            2
counter                    32
led_out                     1
util_inst.voltage_code      3
layer usage:
layer  vias to the layer above  part of all wire [%]
li1                        806                     -
met1                       731                    51
met2                        18                    44
met3                         9                   3.3
met4                         0                   1.4
met5                         -                     0
cells in the mapped netlist:
cell type / number / area (sq um)
sky130_fd_sc_hd__a311oi_1: 1 / 8.76
sky130_fd_sc_hd__ha_1: 20 / 250
sky130_fd_sc_hd__dfrtp_1: 38 / 951
sky130_fd_sc_hd__nor3_2: 1 / 10.0
sky130_fd_sc_hd__buf_4: 11 / 82.6
sky130_fd_sc_hd__nand2_1: 13 / 48.8
sky130_fd_sc_hd__inv_1: 17 / 63.8
sky130_fd_sc_hd__nand4b_1: 1 / 8.76
sky130_fd_sc_hd__nor2b_1: 1 / 6.26
sky130_fd_sc_hd__o211a_1: 1 / 10.0
sky130_fd_sc_hd__a31oi_1: 1 / 6.26
sky130_fd_sc_hd__or2_2: 1 / 6.26
sky130_fd_sc_hd__a211o_1: 1 / 8.76
sky130_fd_sc_hd__and3_1: 4 / 25.0
sky130_fd_sc_hd__nor4_2: 1 / 12.5
sky130_fd_sc_hd__a2111oi_0: 1 / 8.76
sky130_fd_sc_hd__a41oi_1: 1 / 8.76
sky130_fd_sc_hd__nor3_1: 2 / 10.0
sky130_fd_sc_hd__nor3b_1: 1 / 7.51
sky130_fd_sc_hd__a211oi_1: 1 / 7.51
sky130_fd_sc_hd__o311a_1: 1 / 10.0
sky130_fd_sc_hd__nor4bb_1: 1 / 10.0
sky130_fd_sc_hd__xor2_1: 17 / 149
sky130_fd_sc_hd__or3_1: 2 / 12.5
sky130_fd_sc_hd__or4_1: 1 / 7.51
sky130_fd_sc_hd__buf_2: 2 / 10.0
sky130_fd_sc_hd__nand3_1: 14 / 70.1
sky130_fd_sc_hd__clkbuf_1: 6 / 22.5
sky130_fd_sc_hd__xor2_2: 1 / 16.3
sky130_fd_sc_hd__nor2_1: 37 / 139
sky130_fd_sc_hd__nor4_1: 2 / 12.5
sky130_fd_sc_hd__nand4_1: 13 / 81.3
sky130_fd_sc_hd__o211ai_2: 1 / 12.5
sky130_fd_sc_hd__o21ai_0: 1 / 5.00
sky130_fd_sc_hd__a21oi_1: 3 / 15.0
sky130_fd_sc_hd__a21o_1: 1 / 7.51
sky130_fd_sc_hd__conb_1: 2 / 7.51
sky130_fd_sc_hd__and4_1: 2 / 17.5
sky130_fd_sc_hd__xnor2_1: 9 / 78.8
per-stage QoR:
| step | util, % | instance area (sq um) |
|---|---|---|
| 6_report | 35.4 | 2550 |
| 5_1_grt | 35.4 | 2550 |
| 4_1_cts | 35.4 | 2550 |
| 3_3_place_gp | 34.1 | 2460 |
| 2_1_floorplan | - | 2250 |
| 3_5_place_dp | 34.1 | 2460 |
cell type report:
cell class	count	area [sq um]
fill	733	4660
multi-input combinational	167	1120
sequential	38	951
timing repair buffer	21	198
tap	99	124
clock buffer	6	82.6
inverter	17	63.8
clock inverter	2	12.5
cell families after synthesis:
| family | synth area share [%] |
|---|---|
| and+or+nand+nor | 21.8 |
| DFF | 42.7 |
| adders and majority gates | 11.2 |
| other | 0.337 |
| xor gates and xnor gates | 11.0 |
| buffers and inverters | 8.04 |
| AOI/OAI and AO/OA | 4.89 |
power groups by stage:
| stage | logic [mW] | registers [mW] | clock network [mW] |
|---|---|---|---|
| after CTS | 0.0675 | 0.436 | 0.307 |
| after global routing | 0.0772 | 0.437 | 0.324 |
| final | 0.0654 | 0.436 | 0.293 |
No activity file was given, so power comes from the tool's default toggle rates.
