==> /design/flow/design.v <==
`timescale 1ns / 1ps
module FA(    
    output Sum,
    output Cout,
    input a,
    input b,
    input Cin
    );
    wire s,c1,c2;
    HA H1(s,c1,a,b);
    HA H2(Sum,c2,s,Cin);
    or r1(Cout,c1,c2);
endmodule
`timescale 1ns / 1ps
module HA(
    output Sum,
    output Cout,     
    input a,
    input b
    );
    assign Cout = a&b;
    assign Sum = a^b;
endmodule
`timescale 1ns / 1ps
 module w1(input [3:0]a, input [3:0]b, output [7:0]p);
wire [3:0]w [0:3];
wire [1:12] c;
wire [1:6] s;
genvar i,j;
generate
for(i=0;i<4;i=i+1) begin
for(j=3;j>=0;j=j-1) begin
assign w[i][j] = a[i]*b[j];
end
end
endgenerate
HA HA1(s[1],c[1],w[2][1],w[3][0]);
HA HA2(s[2],c[2],w[2][2],w[3][1]);
HA HA3(s[3],c[3],w[1][1],w[2][0]);
FA f1(s[4],c[4],s[1],w[0][3],w[1][2]);
FA f2(s[5],c[5],s[2],c[1],w[1][3]);
FA f3(s[6],c[6],c[2],w[2][3],w[3][2]);
HA HA4(p[1],c[7],w[0][1],w[1][0]);
FA f4(p[2],c[8],s[3],w[0][2],c[7]);
FA f5(p[3],c[9],s[4],c[3],c[8]);
FA f6(p[4],c[10],s[5],c[4],c[9]);
FA f7(p[5],c[11],s[6],c[5],c[10]);
FA f8(p[6],c[12],w[3][3],c[6],c[11]);
assign p[0]=w[0][0];
assign p[7]= c[12];
endmodule
==> /design/flow/run.sh <==
#!/bin/bash
# OpenROAD 26Q1-2900-gdf79404cd8, Yosys 0.63+post, stock flow scripts
make -C /OpenROAD-flow-scripts/flow DESIGN_CONFIG=/design/flow/config.mk WORK_HOME=/design/flow/orfs finish
==> /design/flow/config.mk <==
export PLATFORM = sky130hd
export DESIGN_NAME = w1
export DESIGN_NICKNAME = w1
export VERILOG_FILES = /design/flow/design.v
export SDC_FILE = /design/flow/constraint.sdc
export NUM_CORES = 4
export LEC_CHECK = 1
export CORE_AREA = 10 10 70 70
export DIE_AREA = 0 0 80 80
export SYNTH_HDL_FRONTEND = slang
==> /design/flow/constraint.sdc <==
current_design w1

set clk_period 6.5
set clk_io_pct 0.2

create_clock -name clk0 -period $clk_period

set non_clock_inputs [all_inputs -no_clocks]
set_input_delay [expr $clk_period * $clk_io_pct] -clock clk0 $non_clock_inputs
set_output_delay [expr $clk_period * $clk_io_pct] -clock clk0 [all_outputs]
==> results.py <==
# Physical implementation metrics
metrics = {
    "setup_path": {
        "crit_required_ps": 5200,
        "endpoint_kind": "output port",
        "startpoint_type": "input port",
        "cp_max_fo": 4,
        "criticalPathCategory": "input port to output port",
        "critPathArrivalTime_ps": 4970,
    },
    "floorplanning": {
        "initial_utilization": 0.110,
        "io_pins": 16,
        "die_h_um": 80,
        "core_sq_mm": 0.00342,
        "rows": 21,
        "chip_area_sq_mm": 0.00640,
        "fp.dieW_um": 80,
    },
    "final_layout": {
        "n_sequential_cell": 0,
        "regArea_sq_um": 0,
        "area_growth_pct": 44.0,
        "clock_buffers": 0,
        "drive_gt1_frac": 0,
        "fin_cells": 96,
        "postLayoutCoreUtil": 0.158,
    },
    "drt": {
        "viasPerCell": 2.82,
        "drc": 0,
        "dr.pass1.iters": 1,
        "drt-wirelength-per-cell_um": 8.81,
        "wirelength_um": 846,
        "num_vias": 271,
        "antennaDiodeCount": 0,
        "drtAntennaViolNets": 0,
        "drt_iter0_markers": 0,
    },
    "global_route": {
        "grt.met2_usage": 0.0441,
        "use_met3": 0.00341,
        "grt_use_met1": 0.0387,
        "grt_max_degree": 5,
        "grtUsageTotal": 0.0268,
        "grt_pass1_vias": 294,
        "grt_first_pass_wirelength_um": 1410,
        "antenna_found_initial": 0,
        "busiest_layer": "met2",
        "grt_overflow": 0,
    },
    "placement": {
        "dp_cells": 96,
        "placement.io_buffers": 16,
        "dp_slack_ps": 177,
        "dp_hpwl_um": 836,
        "gp_congestion": 0.662,
    },
    "timing": {
        "hold_viol_final": 0,
        "hold_slack_ps": 3630,
        "rsz0062_at_grt": "no",
        "layout_setup_ws_ps": 226,
        "fin_crit_sh": 0.965,
        "final_max_slew_viol_count": 0,
        "finalSetupViolCount": 0,
        "max_slew_margin": 0.902,
        "worstMarginPinSlew_ps": 146,
        "max_freq_ghz": 0.159,
        "period_needed_ps": 6270,
        "tns_ps": 0,
    },
    "job": {
        "warnings": 32,
        "maxCapViolCount": 0,
    },
    "logic_synthesis": {
        "ys_cells": 41,
        "top_area_cell": "fa_1",
        "avgSynthCellArea_sq_um": 9.16,
        "ys_seq_share": 0,
        "yosysWarningCount": 0,
        "ys_chip_area_sq_um": 375,
        "topCellsByArea": "fa_1 (43%), and2_1 (20%), buf_4 (14%), ha_1 (13%), inv_1 (6.0%)",
        "top_cell": "and2_1",
        "synthDistinctLibCells": 6,
        "top_cell_area_share": 0.427,
        "synthTopCellsByCount": "and2_1 (12), fa_1 (8), buf_4 (7)",
        "syn_inst": 41,
        "netlist_area_sq_um": 375,
    },
    "pwr": {
        "leakage_nw": 0.242,
        "peakVddDrop_uv": 20.8,
        "power.density_mw_per_mm2": 78.9,
    },
    "clocking": {
        "cts_setup_buffers": 0,
        "ctsResizeCount": 0,
        "cts_hold_buf": 0,
    },
    "worst_hold_path": {
        "holdPathStages": 3,
        "hold_class": "input port to output port",
    },
    "status": {
        "status": "finished, final reports clean",
    },
}
==> layout by cell type, fill, tap and decap left out <==
cell type and instances:
and2_1 12, nand2_1 4, ha_1 4, clkdlybuf4s50_1 16, inv_1 6, fa_1 8
==> routing by layer <==
| metal | wire length [um] | share of wire | vias up |
|---|---|---|---|
| li1 | - | - | 132 |
| met1 | 424 | 0.50 | 130 |
| met2 | 383 | 0.45 | 9 |
| met3 | 38 | 0.045 | 0 |
| met4 | 0 | 0 | 0 |
| met5 | 0 | 0 | - |
==> logic make-up (layout without fill, tap and decap cells) <==
kind of cell,Yosys count,after routing,synth area share
fa+ha+maj,12,12,0.560
buf+inv,13,22,0.200
simple gates,16,16,0.240
==> per-stage QoR <==
| step | power, mW | instance area, sq um |
|---|---|---|
| 2_1_floorplan | 0.0268 | 375 |
| 3_3_place_gp | 0.0447 | 541 |
| 3_5_place_dp | 0.0448 | 541 |
| 4_1_cts | 0.0450 | 541 |
| 5_1_grt | 0.0493 | 541 |
| 6_report | 0.0426 | 541 |
==> layout make-up <==
cell class / instances / area (sq um)
tap: 46 / 57.6
inverter: 6 / 22.5
fill: 411 / 2880
multi-input combinational: 28 / 300
timing repair buffer: 16 / 160
==> worst max-delay path, cell delays in order <==
cell and delay [ps]:
clkdlybuf4s50_1 450, and2_1 180, ha_1 260, inv_1 50, fa_1 530, inv_1 50
fa_1 430, fa_1 390, fa_1 390, fa_1 490, clkdlybuf4s50_1 460
==> path summary, 6_finish.rpt <==
| kind | slack (ps) | start | endpoint |
|---|---|---|---|
| hold / removal | 3630 | a[0] | p[0] |
| setup / recovery | 230 | b[0] | p[6] |
==> power by group <==
group	internal, mW	switching (mW)	leakage [nW]
sequential	0	0	0
combinational	0.0282	0.0144	0.242
clock	0	0	0
Power and IR drop assume default switching activity.
